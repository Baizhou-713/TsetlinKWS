[design/flow/config.mk]
export PLATFORM = sky130hd
export DESIGN_NAME = clock_div_40m_2_400k
export DESIGN_NICKNAME = clock_div_40m_2_400k
export VERILOG_FILES = /design/flow/design.v
export SDC_FILE = /design/flow/constraint.sdc
export NUM_CORES = 4
export LEC_CHECK = 1
export CORE_AREA = 10 10 70 70
export DIE_AREA = 0 0 80 80
export SYNTH_HDL_FRONTEND = slang
[design/flow/constraint.sdc]
current_design clock_div_40m_2_400k

set clk_period 2.2
set clk_io_pct 0.2

create_clock -name clk0 -period $clk_period [get_ports {clk}]

set non_clock_inputs [all_inputs -no_clocks]
set_input_delay [expr $clk_period * $clk_io_pct] -clock clk0 $non_clock_inputs
set_output_delay [expr $clk_period * $clk_io_pct] -clock clk0 [all_outputs]
[design/flow/run.sh]
#!/bin/bash
# OpenROAD 26Q1-2900-gdf79404cd8, Yosys 0.63+post, stock flow scripts
make -C /OpenROAD-flow-scripts/flow DESIGN_CONFIG=/design/flow/config.mk WORK_HOME=/design/flow/orfs finish
[design/flow/design.v]
module clock_div_40m_2_400k(
    input wire clk,
    input wire rst_n,
    output reg clk_out
);
    reg [5:0] cnt;
    always @(posedge clk or negedge rst_n) begin
        if (!rst_n) begin
            cnt     <= 0;
            clk_out <= 0;
        end else if (cnt != 6'd49) begin
            cnt     <= cnt + 1'b1;
        end else begin
            cnt     <= 0;
            clk_out <= ~clk_out;
        end
    end
endmodule
==> reports/results.tsv <==
stage	metric	value	unit
floorplan	pin_count	3	
placed_design	place.port_buffers	2	
final_timing	finalMaxSlewViolations	0	
pwr	ir_drop	0.0837	mV
final_timing	period_minus_slack	1560	ps
floorplan	fp_util	0.0956	
final_timing	setup_ws	644	ps
final_timing	timing.final.crit_share	0.707	
yosys	synthCells	27	
global_routing	grt_pass1_wl	910	um
pwr	p_leak	0.168	nW
final_timing	hold_violations	0	
yosys	yosys.area.top_type	dfrtp_1	
route	insertedDiodeCount	0	
worst_setup_path	critical-path-top-delay-family	buffers and inverters	
yosys	ys_warn_count	0	
floorplan	fp.dieH	80	um
final_timing	setup_tns	0	ps
yosys	topCellsByArea	dfrtp_1 (54%), ha_1 (7.7%), and4_1 (5.4%)	
floorplan	die_x	80	um
cts	clk_pin_slew	50	ps
worst_setup_path	r2r-end	clk_out	
worst_setup_path	cp_data_required_time	1760	ps
run_status	outcome	completed	
cts	ctsResizeCount	0	
worst_setup_path	worstPathCellList	clkdlybuf4s50_1	
global_routing	antenna_found_initial	0	
worst_setup_path	crit_path_max_incr_delay	480	ps
cts	cts-root-buf	clkbuf_4	
route	final_antenna_net_count	0	
placed_design	place.gp.congestion	0.728	
floorplan	dieArea	6400	um2
layout	fillers	409	
route	drt_wl_total	528	um
worst_setup_path	r2r_slack	1000	ps
global_routing	gr-total-overflow	0	
final_timing	finalSetupViolCount	0	
final_timing	clock_skew	1.01	ps
yosys	numSynthFlops	7	
yosys	synth_cell_types	13	
worst_setup_path	r2r_start	cnt[0]	
route	drt_iter0_drc	7	
global_routing	grt_pass1_vias	217	
min_path	hold_path_class	input port to async pin	
worst_setup_path	cpMaxStageDelayCell	clkdlybuf4s50_1	
final_timing	maxSlewHeadroom	0.784	
yosys	ys_cells	27	
worst_setup_path	startpoint_type	register	
worst_setup_path	crit_type	register to output pin	
route	firstDrtPassIters	2	
cts	clk_latency	250	ps
global_routing	grt_max_degree	8	
cts	numCtsBuffers	3	
yosys	syn_area	327	um2
pwr	power_density	595	nW/um2
yosys	ys_area	327	um2
placed_design	post-place-ws	896	ps
final_timing	max_freq	643	MHz
floorplan	core_area	3420	um2
flow_run	cap_viol_max_count	0	
cts	cts_sinks	7	
worst_setup_path	critPathBufInv	1	
cts	cts_tree	built	
route	detail_route.wl_per_cell	6.77	um
worst_setup_path	cp_max_fo	2	
cts	postCtsHoldBufs	0	
worst_setup_path	reg2reg_depth	3	
flow_run	warnings	26	
route	drc_errors	0	
yosys	top_cell_area_share	0.536	
final_timing	rsz0062_at_grt	no	
cts	cts_buffer_depth	2	
cts	htreeDepth	1	
layout	drive_gt1_frac	0.188	
cts	cts_setup_buffers	0	
yosys	syn_area_per_cell	12.1	um2
yosys	ys_seq_frac	0.536	
route	vias	193	
final_timing	worst_pin_slew	323	ps
floorplan	rows	21	
global_routing	grt_util_all_layers	0.0180	
worst_setup_path	arrival	1120	ps
route	post_drt_via_cell_ratio	2.47	
worst_setup_path	worstSetupEndpointType	output pin	
layout	areaGrowthSynthToFinish	28.4	%
==> worst max path at each step <==
stage,from,endpoint,slack [ps],depth (start not counted)
after CTS,clk_out,clk_out,610,1
final,clk_out,clk_out,640,1
after global routing,clk_out,clk_out,600,1
==> cells in the mapped netlist <==
library cell and instances:
and4_1 2, a22o_2 1, nor2_1 4, buf_6 1
inv_1 1, xnor2_1 2, nand3_1 2, xor2_2 1
xor2_1 1, ha_1 2, dfrtp_1 7, nor2_2 1
a21oi_1 2
==> area by class of cell <==
class	instances	area [um2]	area share
Timing Repair Buffer	2	20.0	0.0478
Tap cell	46	57.6	0.137
Multi-Input combinational cell	18	136	0.325
Sequential cell	7	175	0.418
Clock buffer	4	26.3	0.0627
Inverter	1	3.75	0.00896
==> cell usage in the layout (no fill, tap or decap), drive strengths merged <==
cell / Yosys / routed
xor2: 2 / 2
dfrtp: 7 / 7
xnor2: 2 / 2
inv: 1 / 1
ha: 2 / 2
a21oi: 2 / 2
and4: 2 / 2
nor2: 5 / 5
clkbuf: 0 / 4
a22o: 1 / 1
nand3: 2 / 2
clkdlybuf4s50: 0 / 2
==> power breakdown <==
group	switching (mW)	internal (mW)	total, mW
registers	0	0.129	0.129
logic	0.00242	0.00157	0.00400
clock network	0.0474	0.0692	0.117
total	0.0498	0.200	0.249
==> stage by stage <==
stage	power, mW	std cells	cell area, um2	util	hold slack, ps
2_1_floorplan	0.131	27	327	-	144
3_3_place_gp	0.135	74	393	0.115	492
3_5_place_dp	0.135	74	393	0.115	493
4_1_cts	0.257	78	419	0.123	455
5_1_grt	0.262	78	419	0.123	468
6_report	0.249	78	419	0.123	452
==> sequential cells by signal, summed over array words and instances, names as in the netlist <==
name and flops:
cnt 6, clk_out 1
==> kinds of logic (layout without fill, tap and decap cells) <==
| family | Yosys count | in the layout | synth area share |
|---|---|---|---|
| AND/OR/NAND/NOR | 9 | 9 | 0.149 |
| buffers and inverters | 2 | 7 | 0.0460 |
| AND-OR/OR-AND | 3 | 3 | 0.0613 |
| adder cells (fa/ha/maj) | 2 | 2 | 0.0766 |
| XOR/XNOR | 4 | 4 | 0.130 |
| flip-flops | 7 | 7 | 0.536 |
==> layer usage <==
layer  share of wire  wire, um  GRT usage
met5               0         0          0
met1            0.52       272     0.0231
met2            0.42       220     0.0241
met3           0.068        36    0.00909
met4               0         0    0.00880
Power and IR drop assume default switching activity.
